==> ./design.v <==
module adder_4bit_proc (
    input  logic [3:0] ina,
    input  logic [3:0] inb,
    input  logic       carry_in,
    output logic [3:0] sum_out,
    output logic       carry_out
);
    logic [4:0] result;
    always_comb begin
        result = ina + inb + carry_in;
        sum_out   = result[3:0];
        carry_out = result[4];
    end
endmodule
==> ./run.sh <==
#!/bin/bash
# OpenROAD 26Q1-2900-gdf79404cd8, Yosys 0.63+post, stock flow scripts
make -C /OpenROAD-flow-scripts/flow DESIGN_CONFIG=/design/flow/config.mk WORK_HOME=/design/flow/orfs finish
==> ./config.mk <==
export PLATFORM = sky130hd
export DESIGN_NAME = adder_4bit_proc
export DESIGN_NICKNAME = adder_4bit_proc
export VERILOG_FILES = /design/flow/design.v
export SDC_FILE = /design/flow/constraint.sdc
export NUM_CORES = 4
export LEC_CHECK = 1
export CORE_AREA = 10 10 70 70
export DIE_AREA = 0 0 80 80
==> ./constraint.sdc <==
current_design adder_4bit_proc

set clk_period 3.8
set clk_io_pct 0.2

create_clock -name clk0 -period $clk_period

set non_clock_inputs [all_inputs -no_clocks]
set_input_delay [expr $clk_period * $clk_io_pct] -clock clk0 $non_clock_inputs
set_output_delay [expr $clk_period * $clk_io_pct] -clock clk0 [all_outputs]
==> impl_metrics.tcl <==
# flow metrics
set metrics [dict create \
    required_ps 3040 \
    grt_use_total_pct 1.62 \
    worst_pin_slew_ps 145 \
    antennaDiodeCount 0 \
    ant_nets 0 \
    wl_met3_um 132 \
    first_pass_iters 1 \
    boundaryPins 14 \
    ys_area_um2 144 \
    cts_resized 0 \
    critPathKind "in -> out" \
    n_clock_buffer 0 \
    leakage_nw 0.135 \
    period_used_pct 89.3 \
    design.seq.count 0 \
    arrival_ps 2630 \
    grt_max_degree 4 \
    power_w 0.0000452 \
    crit_chain "clkdlybuf4s50_1 -> fa_1 -> inv_1 -> fa_1 -> inv_1 -> clkdlybuf4s50_1" \
    slew_violations 0 \
    drt-met1-wl_um 229 \
    grt_setup_unrepaired "false" \
    synth_top_area_share_pct 27.8 \
    whs_ps 2600 \
    detail_route.wl_per_cell_um 6.76 \
    antenna_found_initial 0 \
    io_buffer_count 14 \
    finalSetupViolations 0 \
    p_per_area_mw_per_mm2 132 \
    avgViaCountPerCell 2.04 \
    regArea_um2 0 \
    hold_class "in -> out" \
    die_area_mm2 0.00640 \
    syn2layout_area_growth_pct 137 \
    grt_pass1_vias 172 \
    die_h_um 80 \
    setup_slack_ps 406 \
    netlist_area_um2 144 \
    grt_pass1_wl_um 821 \
    drt_iter0_markers 0 \
    yosys_warnings 1 \
    path_delay_family "buffers and inverters" \
    dp_hpwl_um 492 \
    ir_worst_vdd_mv 0.0149 \
    drc 0 \
    crit_path_top_delay_cell "clkdlybuf4s50_1" \
    hold_violations 0 \
    common_cells "inv_1, ha_1, fa_1, xnor2_1" \
    cp-end-kind "output pin" \
    status "completed" \
    warnings 35 \
    synth_cell_types 9 \
    top_layer "met3" \
    final.min_clock_period_ps 3390 \
    rows 21 \
    ys_cells 16 \
    pre_cts_ws_ps 388 \
    cap_viol_max_count 0 \
    die_w_um 80 \
    cts_setup_buffers 0 \
    ys_seq_share_pct 0 \
    fin_util_pct 10.0 \
    slowest_delay_ps 460 \
    cp-start-kind "input pin" \
    finalSetupTns_ps 0 \
    vias 155 \
    slew_headroom_pct 90.2 \
    yosysTopAreaCell "fa_1" \
    wirelength_um 514 \
    fmax_ghz 0.295 \
    ctsHoldBuffers 0 \
    core_region_area_mm2 0.00342 \
    synth.avg_cell_area_um2 8.99 \
    topCellsByArea "fa_1, ha_1, xnor2_1" \
    crit_buf_inv 4 \
    post_route_cells_drive_above_1_share_pct 3.33 \
    grt-ovfl-total 0 \
    postSynthCellCount 16 \
    yosysMostFrequentCell "inv_1" \
    met2WireLength_um 152 \
    path_max_fanout 2 \
    place_congestion 0.750 \
    core_util_floorplan_pct 4.21 \
]
[metal layers]
metal	up-vias	global-route usage (%)
met3	0	1.48
met5	-	0
met4	0	0
met1	64	2.05
met2	12	2.09
li1	79	-
[final cells by class]
type / count / area [µm²]
Tap cell: 46 / 57.6
Fill cell: 399 / 3070
Multi-Input combinational cell: 12 / 129
Inverter: 4 / 15.0
Timing Repair Buffer: 14 / 140
[cells by family (layout without fill, tap and decap cells)]
group                      Yosys count  in the layout  share of synthesized area (%)
adders and majority gates            5              5                           53.9
buffers and inverters                4             18                           10.4
AOI/OAI and AO/OA                    3              3                           14.8
xor gates and xnor gates             2              2                           12.2
and+or+nand+nor                      2              2                           8.70
[cells in the final DEF, fill, tap and decap left out, drive strengths merged]
cell	instances
inv	4
nor2b	1
clkdlybuf4s50	14
fa	2
xnor2	2
nand2b	1
ha	3
o21ai	1
a21oi	1
a21o	1
[final timing paths]
kind                      from         end  cells past startpoint
worst max-delay path    ina[0]  sum_out[1]                      6
worst min-delay path  carry_in  sum_out[0]                      3
[metrics by stage]
stage | cells | cell area [µm²]
after floorplan | 16 | 144
after global placement | 76 | 342
after detailed placement | 76 | 342
after CTS | 76 | 342
after global routing | 76 | 342
final | 76 | 342
[power by group]
group | internal, W | switching, W
registers | 0 | 0
logic | 0.0000321 | 0.0000132
clock network | 0 | 0
total | 0.0000321 | 0.0000132
