### ./constraint.sdc
current_design register_file_16x4

set clk_period 4.8
set clk_io_pct 0.2

create_clock -name clk0 -period $clk_period [get_ports {clk}]

set non_clock_inputs [all_inputs -no_clocks]
set_input_delay [expr $clk_period * $clk_io_pct] -clock clk0 $non_clock_inputs
set_output_delay [expr $clk_period * $clk_io_pct] -clock clk0 [all_outputs]
### ./run.sh
#!/bin/bash
# OpenROAD 26Q1-2900-gdf79404cd8, Yosys 0.63+post, stock flow scripts
make -C /OpenROAD-flow-scripts/flow DESIGN_CONFIG=/design/flow/config.mk WORK_HOME=/design/flow/orfs finish
### ./design.v
module register_file_16x4 (
    input  logic        clk,
    input  logic        reset,
    input  logic [15:0] wdata,
    input  logic        sel,
    input  logic        wr,
    input  logic [1:0]  addr,
    output logic [15:0] rdata
);
    logic [15:0] mem [3:0];   
    always_ff @(posedge clk) begin
        if (reset) begin
            rdata <= 16'b0;
        end
        else if (sel) begin
            if (wr) begin
                mem[addr] <= wdata;
                rdata <= 16'b0;   
            end
            else begin
                rdata <= mem[addr];
            end
        end
        else begin
            rdata <= 16'b0;   
        end
    end
endmodule
### ./config.mk
export PLATFORM = sky130hd
export DESIGN_NAME = register_file_16x4
export DESIGN_NICKNAME = register_file_16x4
export VERILOG_FILES = /design/flow/design.v
export SDC_FILE = /design/flow/constraint.sdc
export NUM_CORES = 4
export LEC_CHECK = 1
export CORE_UTILIZATION = 50
==> flow_summary.toml <==
# physical design summary
[power]
comb_power_share = 0.047
clock_power_share = 0.380
p_int_w = 0.00109
ir_worst_vdd_uv = 237
p_leak_nw = 1.21
swShare = 0.183
seq_power_share = 0.574
power.density_mw_per_mm2 = 390
switching_power_w = 0.000244

[setup_path]
start_kind = "input port"
cp_top_family = "simple AND/OR/NAND/NOR gates"
critPathCaptureType = "register"
crit_slowest_cell = "and4b_1"
crit_type = "input port to register"
required_ns = 4.75
path_buffers = 1
path_max_fanout = 16
cp.arrival_ns = 2.37
worstPathCellList = "clkdlybuf4s50_1 -> nor2b_1 -> and4b_1"
critPathMaxStageDelay_ns = 0.73

[sta]
final_hold_viol_count = 0
period_used_share = 0.504
worst-slew-pin-transition_ns = 0.852
finClkSkew_ns = 0.00519
rsz0062_at_grt = "false"
setup-violations-final = 0
slew_viol_final = 0
min_period_ns = 2.42
clock.fmax_mhz = 414
fin_tns_setup_ns = 0
slew_headroom = 0.429

[synthesis]
ys_sh_adder = 0
avgSynthCellArea_sq_um = 19.2
synthArstFlopShare = 0
ys_sh_mux = 0.115
synth_top_area_share = 0.689
synth_warnings = 1
netlist_top_cells_count = "edfxtp_1, mux2i_1, dfxtp_1, o22ai_1, buf_2"
yosys_area_sq_mm = 0.00279
edf_count = 64
synth_cells = 145
ys_types = 15
synthAoiAreaFrac = 0.0359
synth_area_leader_cell = "edfxtp_1"
ys_cells = 145
syn-cell-area_sq_mm = 0.00279
top_logic_kind = "multiplexers"
xor_share = 0
synth_seq_share = 0.804
synth.cellmix.simpleShare = 0.0242
top_cells_by_area = "edfxtp_1, dfxtp_1, mux2i_1"
post-synth-top-count-cell = "edfxtp_1"
synth_flops = 80
synth_top_flop_cell = "edfxtp_1"

[routing]
vias = 1370
post_drt_wl_per_cell_microns = 15.7
drt-vias-per-instance = 5.21
diodes = 0
drtPass1Iterations = 4
drt_wl_total_mm = 4.13
drc = 0
first_iter_violations = 62
drtAntennaViolNets = 0

[clock_network]
post_cts_buffers = 0
holdBufCountCts = 0
cts_buffers = 9
worst_skew_pair.late_latency_ns = 0.32
clkTransAtPathRegs_ns = 0.08
cts_resized = 0
clock_path_buffers = 2
root_buffer = "clkbuf_8"
cts_tree = "yes"
htree_levels = 3
cts_sinks = 80

[layout]
fillers = 372
utilization = 0.653
layout-drive-gt1-share = 0.104
area_delta_synth_final_pct = 22.8
stdcell_area_sq_mm = 0.00342

[floorplanning]
core_sq_mm = 0.00524
die-height_microns = 76.7
row_count = 26
die_area_sq_mm = 0.00588
die_w_microns = 76.7
io-pin-count = 38
fp_util = 0.532

[global_routing]
grt_max_degree = 20
grtUsageMet3 = 0.0617
use_met2 = 0.240
busiest_layer = "met1"
overflow = 0
grt_pass1_vias = 1405
grt_pass1_wl_mm = 6.72
met1_usage = 0.274
grt_usage = 0.164
antenna_found_initial = 0

[flow_run]
tool_warnings = 26
maxCapViolations = 0

[place]
postPlaceCellArea_sq_mm = 0.00321
gp_congestion = 0.755
port_buffers = 37

[status]
status = "complete, no violations"

[min_path]
holdCritPathClass = "register to register"
sequential cells by signal, summed over array words and instances (netlist names):
register	count
mem	64
rdata	16
per-stage QoR:
stage	setup WS [ns]	total power, W	hold slack, ns	cells
floorplan	2.23	0.000808	0.479	145
global placement	2.07	0.000843	0.512	247
detailed placement	2.02	0.000844	0.517	247
CTS	2.38	0.00135	0.536	263
global route	2.27	0.00138	0.576	263
finish	2.38	0.00134	0.533	263
metal layers:
layer	routed length, microns	part of all wire
met1	1790	0.43
met2	2060	0.50
met3	253	0.061
met4	29	0.0070
met5	0	0
cell usage in the layout (no fill, tap or decap), types with 2 or more instances in the layout:
master           synthesis  final
and4b_1                  2      2
buf_4                    0      3
bufinv_16                0      2
clkbuf_1                 2      2
clkbuf_8                 0      9
clkdlybuf4s50_1          0     36
dfxtp_1                 16     16
edfxtp_1                64     64
mux2i_1                 32     32
nor2_1                   2      2
o22ai_1                 16     16
logic make-up (layout without fill, tap and decap cells):
| kind of cell | count (synthesis) | after routing |
|---|---|---|
| AND-OR/OR-AND | 16 | 16 |
| multiplexers | 32 | 32 |
| buffers and inverters | 9 | 57 |
| flip-flops | 80 | 80 |
| AND/OR/NAND/NOR | 8 | 8 |
final timing paths:
check,start,to,slack [ns],depth (start not counted)
worst max register to register,mem[3][6],rdata[6],3.99,2
worst min register to register,mem[2][13],rdata[13],0.53,2
worst max-delay path,sel,mem[1][0],2.38,3
worst min-delay path,mem[2][13],rdata[13],0.53,2
power by group through the flow:
stage / registers [W] / clock network (W) / logic (W)
6_report: 0.000766 / 0.000507 / 0.0000623
4_1_cts: 0.000766 / 0.000521 / 0.0000630
5_1_grt: 0.000767 / 0.000549 / 0.0000673
worst register-to-register path, cell delays in order (launching register included):
cell	delay [ns]
edfxtp_1	0.37
mux2i_1	0.19
o22ai_1	0.11
layout make-up:
cell class | instances | area, sq um | share of cell area
tap | 70 | 87.6 | 0.0256
inverter | 1 | 3.75 | 0.00110
multi-input combinational | 56 | 488 | 0.143
sequential | 80 | 2240 | 0.655
clock inverter | 5 | 81.3 | 0.0238
clock buffer | 11 | 131 | 0.0384
timing repair buffer | 40 | 388 | 0.113
Power and IR drop assume default switching activity.
