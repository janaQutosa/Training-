[flow/constraint.sdc]
current_design slsr

set clk_period 1.4
set clk_io_pct 0.2

create_clock -name clk0 -period $clk_period [get_ports {clk}]

set non_clock_inputs [all_inputs -no_clocks]
set_input_delay [expr $clk_period * $clk_io_pct] -clock clk0 $non_clock_inputs
set_output_delay [expr $clk_period * $clk_io_pct] -clock clk0 [all_outputs]
[flow/run.sh]
#!/bin/bash
# OpenROAD 26Q1-2900-gdf79404cd8, Yosys 0.63+post, stock flow scripts
make -C /OpenROAD-flow-scripts/flow DESIGN_CONFIG=/design/flow/config.mk WORK_HOME=/design/flow/orfs finish
[flow/config.mk]
export PLATFORM = sky130hd
export DESIGN_NAME = slsr
export DESIGN_NICKNAME = slsr
export VERILOG_FILES = /design/flow/design.v
export SDC_FILE = /design/flow/constraint.sdc
export NUM_CORES = 4
export LEC_CHECK = 1
export CORE_AREA = 10 10 73 73
export DIE_AREA = 0 0 83 83
[flow/design.v]
module slsr( input logic sl,      
    input logic sr,     
    input logic din, 
    input logic clk,
    input logic reset,
    output logic [7:0] Q);
    logic [7:0] temp;  
    always_ff @(posedge clk or posedge reset) begin
        if (reset) begin
            Q <= 8'b0;
        end
        else begin
            temp = Q;
            if (sl && !sr) begin
                temp = {Q[6:0], din};  
            end
            else if (sr && !sl) begin
                temp = {din, Q[7:1]};  
            end
            Q <= temp;
        end
    end
endmodule 
==> impl_metrics.ini <==
; generated from flow reports
[routing]
final_antenna_net_count = 0
dr_wl_met3_um = 67
via_count = 343
m1WireLength_um = 463
drc = 0
routedWlPerCell_um = 9.73
wl_met2_um = 473
wl_mm = 1.03
drt_iter0_markers = 31
antenna_cells = 0
top_layer = met4
dr.pass1.iters = 4
routed_via_density = 3.24

[grt]
grt_overflow = 0
grt_pass1_wl_mm = 1.81
antenna_found_initial = 0
grt_pass1_vias = 363
globalRouteTotalUtil_pct = 2.97
grt_max_degree = 17

[logic_synthesis]
common_cells = dfrtp_1 (8), mux2i_1 (8), nand2_1 (8), o21ai_1 (8)
syn_area_um2 = 393
edf_count = 0
synth-main-ff-cell = dfrtp_1
syn-instance-count = 37
ys.warnings.count = 1
yosysCellCount = 37
area_leaders = dfrtp_1 (51%), mux2i_1 (20%), o21ai_1 (10%)
yosysUniqueCellTypes = 7
syn_avg_cell_area_um2 = 10.6
ys_ff = 8
yosys_area_um2 = 393
yosysTopAreaCellShare_pct = 51.0
async_reset_ff_share_pct = 100
largest_area_cell = dfrtp_1
synth_seq_share_pct = 51.0

[worst_setup_path]
slowest_stage = clkdlybuf4s50_1
slowest_delay_ps = 480
arrival_ps = 1060
endpoint_kind = primary output
worstSetupStartpointType = flop
crit_path_max_fanout = 2
crit_chain = clkdlybuf4s50_1
cp_top_family = buffers and inverters
critPathBufInv = 1
critPathKind = reg -> out
cp.required_ps = 1120

[floorplanning]
die_y_um = 83
io_pins = 13
core_area_um2 = 3740
die_x_um = 83
initial_core_util_pct = 10.5
rows = 22
die_area_um2 = 6890

[power]
power_density_nw_per_um2 = 1550
leakagePower_uw = 0.000277
finalPower_uw = 1010
ir_worst_vdd_uv = 302

[place]
gp_congestion = 0.700
preCtsSetupSlack_ps = -232
port_buffers = 12

[clock_network]
cts_root_buffer = clkbuf_8
ctsLongestPathBuffers = 2
cts_tree = done
clk_latency_ps = 220
clock-sinks = 8
cts_max_level = 1
postCtsHoldBufs = 0
cts_buffers = 3
clk_pin_slew_ps = 40

[final_layout]
reg.largest.list = Q x8
final_core_util_pct = 17.5
final_layout_size_suffix_gt1_share_pct = 20.7
largest_register_ffs = 8
regMostFlops = Q
area_delta_synth_final_pct = 66.6

[timing]
fmax_mhz = 747
maxSlewViolCount = 0
worst_pin_slew_ps = 323
setup_viol = 0
final_hold_viol_count = 0
post-route-min-period_ps = 1340
fin_skew_ps = 0.861
slew_headroom_pct = 78.4
rsz0062_at_grt = false
finalCritPeriodShare_pct = 95.6
setup_slack_ps = 61.7

[job]
drv_cap = 0
warnings = 25

[run_status]
status = finished, final reports clean

[hold_path]
hold_path.class = in -> async
## cell type report
class	count	area [µm²]
Fill cell	410	3090
Sequential cell	8	200
Timing Repair Buffer	20	180
Multi-Input combinational cell	25	165
Tap cell	48	60.1
Clock buffer	3	41.3
Inverter	2	7.51
## where the power goes
| part | internal [µW] | total [µW] | switching [µW] |
|---|---|---|---|
| combinational | 268 | 401 | 133 |
| sequential | 303 | 348 | 45.7 |
| clock | 185 | 263 | 78.0 |
## cells in the final DEF (no fill, tap or decap)
master and n:
buf_4 8, o21ai_1 8, inv_1 2, clkbuf_8 3, mux2i_1 8, clkdlybuf4s50_1 12
nand2_1 8, dfrtp_1 8, ha_2 1
## kinds of logic (layout without fill, tap and decap cells)
family          Yosys count  in the layout  synth area share (%)
compound gates            8              8                  10.2
buf+inv                   4             25                  7.64
mux                       8              8                  20.4
fa+ha+maj                 1              1                  3.18
simple gates              8              8                  7.64
flops                     8              8                  51.0
## worst paths after layout
path | to | start | cells after the start | slack, ps
setup / recovery | Q[3] | Q[3] | 1 | 60
hold / removal | Q[5] | reset | 2 | 320
setup reg to reg | Q[6] | Q[5] | 3 | 530
hold reg to reg | Q[7] | Q[7] | 2 | 540
max in group asynchronous | Q[0] | reset | 2 | 840
min in group clk0 | Q[7] | Q[7] | 2 | 540
## worst register-to-register path, cell delays in order (launching register included)
cell and delay, ps:
dfrtp_1 380, buf_4 150, mux2i_1 150, o21ai_1 70
## timing repair
item                                    CTS  global route
setup buffers                             6             2
resized                                   1             0
endpoints found under the setup margin    8             1
## metal layers
metal / vias to the layer above / track usage [%]
met4: 0 / 0.923
met1: 163 / 3.86
li1: 169 / -
met5: - / 0
met3: 2 / 1.18
met2: 9 / 4.40
## per-stage QoR
stage	instances	setup TNS [ps]	area (µm²)	hold slack, ps
after detailed placement	95	-1760	551	516
final	106	0	654	318
after global routing	106	0	654	346
after CTS	104	0	639	325
after global placement	95	-1700	551	500
after floorplan	37	0	393	95.7
Power is estimated from default activity; no workload was simulated.
